File: ./run.sh
#!/bin/bash
# OpenROAD 26Q1-2900-gdf79404cd8, Yosys 0.63+post, stock flow scripts
make -C /OpenROAD-flow-scripts/flow DESIGN_CONFIG=/design/flow/config.mk WORK_HOME=/design/flow/orfs finish
File: ./config.mk
export PLATFORM = sky130hd
export DESIGN_NAME = ALU
export DESIGN_NICKNAME = ALU
export VERILOG_FILES = /design/flow/design.v
export SDC_FILE = /design/flow/constraint.sdc
export NUM_CORES = 4
export LEC_CHECK = 1
export CORE_UTILIZATION = 30
File: ./constraint.sdc
current_design ALU

set clk_period 14.3
set clk_io_pct 0.2

create_clock -name clk0 -period $clk_period

set non_clock_inputs [all_inputs -no_clocks]
set_input_delay [expr $clk_period * $clk_io_pct] -clock clk0 $non_clock_inputs
set_output_delay [expr $clk_period * $clk_io_pct] -clock clk0 [all_outputs]
File: ./design.v
`timescale 1ns / 1ps
module ALU(
    input [31:0] A, B,                        
    input [3:0] ALU_FUN,
    output reg [31:0] RESULT
    );
    always_comb begin
        case (ALU_FUN)
            4'b0000: RESULT = $signed(A) + $signed(B);                
            4'b1000: RESULT = $signed(A) - $signed(B);                
            4'b0110: RESULT = A | B;                                    
            4'b0111: RESULT = A & B;                                
            4'b0100: RESULT = A ^ B;                                
            4'b0101: RESULT = $signed(A) >> B[4:0];               
            4'b0001: RESULT = $signed(A) << B[4:0];                
            4'b1101: RESULT = $signed(A) >>> B[4:0];              
            4'b0010: begin                                           
                if ($signed(A) < $signed(B)) RESULT = 1;
                else RESULT = 0;
                end
            4'b0011: begin                                           
                if ($unsigned(A) < $unsigned(B)) RESULT = 1;
                else RESULT = 0;
                end
            4'b1001: RESULT = A;                            
            default: RESULT = 0;
        endcase
    end
endmodule
==> flow_metrics.env <==
# implementation run metrics
export IMPL_status="complete, no violations"
export IMPL_powerDensity_mw_per_mm2=39.4
export IMPL_yosys_stat_area_mm2=0.00878
export IMPL_ctsHoldBuffers=0
export IMPL_most_common_cell="nand2_1"
export IMPL_final_layout_size_suffix_gt1_share_pct=7.69
export IMPL_seq_cells=0
export IMPL_synth_warnings=1
export IMPL_finalCritPeriodShare_pct=72.9
export IMPL_row_count=62
export IMPL_fp_util_pct=30.5
export IMPL_dr_total_vias=10800
export IMPL_largest_area_cell="ha_1"
export IMPL_relSlewSlack_pct=37.8
export IMPL_ir_drop_uv=13.8
export IMPL_endpoint_kind="output pin"
export IMPL_pre_cts_ws_ns=3.93
export IMPL_n_fill_cell=3059
export IMPL_cts_resized=0
export IMPL_viasPerCell=6.29
export IMPL_p_leak_nw=4.04
export IMPL_first_pass_iters=7
export IMPL_place_congestion=1.01
export IMPL_drc=0
export IMPL_post_cts_setup_buffers=0
export IMPL_io_buffer_count=100
export IMPL_avgSynthCellArea_um2=6.71
export IMPL_yosys_top_cells_count="131 x nand2_1, 127 x a21oi_1, 126 x nor2_1, 104 x o21ai_0, 99 x ha_1"
export IMPL_setup_violations=0
export IMPL_area_growth_syn_to_layout_pct=12.7
export IMPL_grt_start_max_net_pins=74
export IMPL_finalMaxSlewViolations=0
export IMPL_top_cell_area_share_pct=14.1
export IMPL_clock_buffers=0
export IMPL_crit_type="in -> out"
export IMPL_grt_overflow=0
export IMPL_crit_fanout=57
export IMPL_warning_count=99
export IMPL_fin_crit_ns=10.42
export IMPL_hold_path_class="in -> out"
export IMPL_required_ns=11.44
export IMPL_topCellsByArea="ha_1 14%, a21oi_1 7.2%, mux4_2 7.2%"
export IMPL_post_route_util_pct=34.4
export IMPL_synthCells=1308
export IMPL_wl_per_cell_um=23.8
export IMPL_antenna_cells=0
export IMPL_synthesis_area_mm2=0.00878
export IMPL_fin_ws_ns=3.88
export IMPL_synth_cell_types=88
export IMPL_grt_usage_pct=26.7
export IMPL_worst_slew_pin_slew_ns=0.927
export IMPL_flop_area_um2=0
export IMPL_ys_cells=1308
export IMPL_io_pins=100
export IMPL_ys_seq_share_pct=0
export IMPL_grt_setup_unrepaired="false"
export IMPL_grt_pass1_vias=9867
export IMPL_place_hpwl_mm=31.2
export IMPL_fmax_ghz=0.0960
export IMPL_die_y_um=173
export IMPL_die_w_um=173
export IMPL_final_setup_tns_ns=0
export IMPL_final_hold_viol_count=0
export IMPL_antenna_found_initial=1
export IMPL_drv_cap=0
export IMPL_wl_mm=40.7
export IMPL_cp_start_kind="input port"
export IMPL_hold_depth=5
export IMPL_drt_antenna_violating_nets=0
export IMPL_grt_pass1_wl_mm=60.8
export IMPL_arrival_ns=7.56
export IMPL_die_area_mm2=0.0300
export IMPL_drt_iter0_drc=1226
export IMPL_coreArea_mm2=0.0288
path summary, 6_finish.rpt:
check | start | endpoint | slack [ns]
max | B[4] | RESULT[30] | 3.88
min | B[1] | RESULT[1] | 6.67
cells in the final DEF, fill, tap and decap left out, types with 28 or more instances in the layout:
master           instances
inv_1                   87
mux4_2                  28
nor2_1                 125
nor3_1                  31
mux2i_1                 51
a21oi_1                127
o22ai_1                 29
ha_1                    99
o21ai_0                104
clkdlybuf4s50_1         95
nand2_1                131
critical path: stages:
cell and delay, ns:
buf_2 0.08, buf_4 0.48, clkinv_1 0.74, ha_1 0.60
inv_1 0.15, o221ai_1 0.21, a2111oi_2 0.43, o21ai_2 0.20
o211ai_2 0.28, nand3b_1 0.18, or4_1 0.49, a221oi_1 0.27
a21oi_1 0.11, clkdlybuf4s50_1 0.42
cells by family after synthesis:
family / count (synthesis) / synth area share [%]
compound gates: 510 / 39.2
simple gates: 403 / 21.0
buf+inv: 199 / 10.2
fa+ha+maj: 101 / 14.6
mux: 93 / 14.8
xor+xnor: 2 / 0.199
report_power, final:
group          internal, W  switching [W]
clock network            0              0
logic             0.000155       0.000235
registers                0              0
area by class of cell:
class              count  area (um2)  area share (%)
multi-input cells   1109        7900            79.9
inverters             94         360            3.64
well taps            384         480            4.86
repair buffers       123        1150            11.6
through the flow:
step,cells,power (W),hold slack [ns],cell area [um2]
after global placement,1710,0.000382,6.68,9890
after global routing,1710,0.000418,6.70,9890
after CTS,1710,0.000382,6.68,9890
final,1710,0.000390,6.67,9890
after detailed placement,1710,0.000379,6.68,9890
after floorplan,1308,0.000240,5.82,8780
per-layer routing:
layer	wire length (um)	up-vias	global-route usage, %	share of wire (%)
li1	-	4948	-	-
met1	18200	5149	39.1	45
met2	17600	575	40.0	43
met3	3480	77	4.33	8.5
met4	1490	2	8.33	3.6
met5	13	-	0.801	0.032
Power figures rest on the tool's default switching activity, not on a simulated workload.
