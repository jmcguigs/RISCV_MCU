File: flow/config.mk
export PLATFORM = sky130hd
export DESIGN_NAME = Reg_File
export DESIGN_NICKNAME = Reg_File
export VERILOG_FILES = /design/flow/design.v
export SDC_FILE = /design/flow/constraint.sdc
export NUM_CORES = 4
export LEC_CHECK = 1
export CORE_UTILIZATION = 40
File: flow/constraint.sdc
current_design Reg_File

set clk_period 6.8
set clk_io_pct 0.2

create_clock -name clk0 -period $clk_period [get_ports {CLK}]

set non_clock_inputs [all_inputs -no_clocks]
set_input_delay [expr $clk_period * $clk_io_pct] -clock clk0 $non_clock_inputs
set_output_delay [expr $clk_period * $clk_io_pct] -clock clk0 [all_outputs]
File: flow/design.v
`timescale 1ns / 1ps
module Reg_File(
    input logic [31:0] RF_WD,
    input logic [4:0] RF_WA, RF_ADR1, RF_ADR2,
    input logic RF_EN, CLK,
    output logic [31:0] RF_RS1, RF_RS2
    );
    logic [31:0] ram [31:0];                  
    initial ram[0] = 0;
    always_ff @ (posedge CLK) begin
        if (RF_EN == 1 && RF_WA == 0) ram[0] <= 0;        
        else if (RF_EN == 1) ram[RF_WA] <= RF_WD;        
    end
    always_comb begin
        RF_RS1 = ram[RF_ADR1];
        RF_RS2 = ram[RF_ADR2];
    end
endmodule
File: flow/run.sh
#!/bin/bash
# OpenROAD 26Q1-2900-gdf79404cd8, Yosys 0.63+post, stock flow scripts
make -C /OpenROAD-flow-scripts/flow DESIGN_CONFIG=/design/flow/config.mk WORK_HOME=/design/flow/orfs finish
==> results.cfg <==
; implementation run metrics
[power]
powerDensity_mw_per_mm2 = 253
intPower_mw = 10.9
leakage_nw = 19.3
power.switching_mw = 3.23
swShare = 0.229
pwr-share-comb = 0.088
power_mw = 14.1
seqPwrFrac = 0.499
worst_ir_drop_vdd_mv = 0.209
clockPowerShare = 0.414

[timing]
hold_violations = 0
timing.fmax_ghz = 0.170
rsz0062_at_grt = no
tightest_slew_ns = 1.08
layout_setup_ws_ns = 0.910
setup_violations = 0
finalClockPeriodUsage = 0.866
tns_ns = 0
slew_headroom = 0.279
min_period_ns = 5.89
slew_violations = 0

[detailed_routing]
routed_wl_um = 155000
wl_per_cell_um = 29.5
first_pass_iters = 5
via_per_inst = 5.95
drc = 0
drtIter0Drc = 2029
vias = 31200
ant_nets = 0

[setup_path]
cp_data_arrival_time_ns = 4.53
slowest_stage = nor2b_4
end_kind = output port
crit_path_frequent_cell = clkdlybuf4s50_1
crit_path_cell_trace = clkdlybuf4s50_1 > nor2b_4 > buf_4 > a21oi_1 > a31oi_1 > nand3_1 > clkdlybuf4s50_1
critPathKind = input port to output port
start_kind = input port
critPathMaxFanout = 16
crit_required_ns = 5.44
cpPeakStageDelay_ns = 0.70

[logic_synthesis]
ys_seq_share = 0.628
yosys-stat-cells = 3427
synth_flop_count = 1024
synth_warnings = 1
synth_cells = 3427
synth.distinct_cells = 26
avgSynthCellArea_um2 = 14.3
ys_area_mm2 = 0.0490
synth_area_mm2 = 0.0490

[clocking]
cts_setup_buffers = 0
htreeDepth = 3
clk_pin_slew_ns = 0.06
holdBufCountCts = 0
clockBufferDepth = 3
cts_tree = yes
cts-root-buf = clkbuf_16
cts_resized = 0
cts_sinks = 1024
cts_buffers = 104

[die]
core_area_mm2 = 0.122
num_rows = 128
chip_area_mm2 = 0.124
pin_count = 113
fp.dieH_um = 352
initCoreUtil = 0.403
die_w_um = 352

[worst_hold_path]
min-delay-start = RF_WD[12]
min_path_cells = 3
whs_endpoint = ram[8][12]$_DFFE_PP_
min_path_type = input port to flop

[placement]
portBuffers = 112
pre_cts_slack_ns = 1.01
gp_congestion = 0.891
dp.final_hpwl_um = 88500

[run_status]
outcome = finished, final reports clean

[global_routing]
grt_max_degree = 83
grt-ovfl-total = 0
grt_first_pass_wirelength_um = 221000
antenna_found_initial = 11
grt_usage = 0.266
grt_pass1_vias = 32300

[flow_run]
warnings = 26
max_cap_violations = 0

[cells_and_area]
drive_above_1_share = 0.0943
top_register = ram
largest_register_ffs = 1024
top_regs = ram: 1024 flops
synthToLayoutAreaGrowth_pct = 13.9
[area by class of cell]
type,instances,area [um2]
timing repair buffer,258,2550
multi-input combinational,2146,17000
clock buffer,129,2740
sequential,1024,30700
fill,10500,65900
tap,1625,2030
antenna,2,5.00
clock inverter,61,711
[cells by family (layout without fill, tap and decap cells)]
family | Yosys count | after routing | share of synthesized area
flip-flops | 1024 | 1024 | 0.628
AND/OR/NAND/NOR | 545 | 545 | 0.0513
buffers and inverters | 257 | 448 | 0.0317
multiplexers | 1024 | 1024 | 0.209
other | 0 | 2 | 0
AND-OR/OR-AND | 577 | 577 | 0.0803
[synth_stat cells, drive strengths merged]
| cell | count | area [um2] |
|---|---|---|
| edfxtp | 1024 | 30700 |
| mux2i | 1024 | 10200 |
| nand3 | 197 | 986 |
| nand2 | 196 | 736 |
| a21oi | 192 | 961 |
| a22oi | 192 | 1440 |
| buf | 173 | 1220 |
| a22o | 128 | 1120 |
| clkbuf | 84 | 330 |
| a31oi | 64 | 400 |
| nor3 | 64 | 320 |
| and2 | 35 | 219 |
| nor2 | 34 | 128 |
| nor2b | 7 | 43.8 |
| nand2b | 4 | 25.0 |
| nand3b | 2 | 15.0 |
| or2 | 2 | 12.5 |
| nand4 | 1 | 6.26 |
| nor3b | 1 | 7.51 |
| o31a | 1 | 8.76 |
| or3 | 1 | 6.26 |
| or3b | 1 | 8.76 |
[per-layer routing]
metal  up-vias  GRT usage  wire length [um]
met3       322      0.154             21300
met1     15400      0.344             56200
met5         -    0.00731               203
met2      1738      0.391             71000
met4        22     0.0837              6000
li1      13700          -                 -
[power groups by stage]
| stage | clock network, mW | registers, mW | logic [mW] |
|---|---|---|---|
| 4_1_cts | 5.90 | 7.04 | 1.23 |
| 5_1_grt | 6.13 | 7.05 | 1.31 |
| 6_report | 5.84 | 7.04 | 1.24 |
[cells in the final DEF (no fill, tap or decap), drive strengths merged, types with 4 or more instances in the layout]
| cell | netlist | final |
|---|---|---|
| a31oi | 64 | 64 |
| bufinv | 0 | 15 |
| nand2 | 196 | 196 |
| a22oi | 192 | 192 |
| clkinv | 0 | 44 |
| mux2i | 1024 | 1024 |
| buf | 173 | 148 |
| nand3 | 197 | 197 |
| clkdlybuf4s50 | 0 | 110 |
| edfxtp | 1024 | 1024 |
| clkbuf | 84 | 129 |
| nand2b | 4 | 4 |
| a22o | 128 | 128 |
| nor3 | 64 | 64 |
| nor2 | 34 | 34 |
| nor2b | 7 | 7 |
| a21oi | 192 | 192 |
| and2 | 35 | 35 |
[through the flow]
step	hold WS (ns)	instance area [um2]	std cells	utilization
floorplan	1.89	49000	3427	-
global placement	2.31	52300	5053	0.430
detailed placement	2.32	52300	5053	0.430
CTS	1.58	55800	5243	0.458
global route	1.61	55800	5243	0.458
finish	1.61	55800	5245	0.458
[worst max path at each step]
stage,from,end,slack (ns)
CTS,RF_ADR2[0],RF_RS2[27],1.0
global route,RF_ADR2[0],RF_RS2[10],0.88
finish,RF_ADR2[0],RF_RS2[10],0.91
[critical path, delay by kind of cell]
kind	cells	cell delay [ns]
AND-OR/OR-AND	2	0.58
buffers and inverters	3	1.48
AND/OR/NAND/NOR	2	1.07
No activity file was given, so power comes from the tool's default toggle rates.
