$ cat flow/config.mk
export PLATFORM = sky130hd
export DESIGN_NAME = B_Addr_Gen
export DESIGN_NICKNAME = B_Addr_Gen
export VERILOG_FILES = /design/flow/design.v
export SDC_FILE = /design/flow/constraint.sdc
export NUM_CORES = 4
export LEC_CHECK = 1
export CORE_AREA = 10 10 158 158
export DIE_AREA = 0 0 168 168
$ cat flow/constraint.sdc
current_design B_Addr_Gen

set clk_period 16.9
set clk_io_pct 0.2

create_clock -name clk0 -period $clk_period

set non_clock_inputs [all_inputs -no_clocks]
set_input_delay [expr $clk_period * $clk_io_pct] -clock clk0 $non_clock_inputs
set_output_delay [expr $clk_period * $clk_io_pct] -clock clk0 [all_outputs]
$ cat flow/design.v
`timescale 1ns / 1ps
module B_Addr_Gen(
    input [31:0] J, B, I,
    input [31:0] PC, RS1,
    output [31:0] jal, jalr, branch
    );
    assign jal = J + PC;
    assign jalr = I + RS1;
    assign branch = B + PC;
endmodule
$ cat flow/run.sh
#!/bin/bash
# OpenROAD 26Q1-2900-gdf79404cd8, Yosys 0.63+post, stock flow scripts
make -C /OpenROAD-flow-scripts/flow DESIGN_CONFIG=/design/flow/config.mk WORK_HOME=/design/flow/orfs finish
==> results.ini <==
[layout]
final_core_util = 0.340
logic_area_mm2 = 0.00437
seq_area_um2 = 0
finalNonFillerCells = 1160
drive_above_1_share = 0.0148
nClkBuffers = 0
fill_cells = 2262
flops = 0
layout.cells.most_common = clkdlybuf4s50_1
most-common-layout-cells = 256 x clkdlybuf4s50_1, 93 x ha_1, 75 x a21oi_1
syn2layout_area_growth_pct = 65.0

[logic_synthesis]
synth-compound-area-share = 0.348
area_leaders = ha_1 26%, xnor2_1 10%, a21oi_1 8.4%, a21o_1 6.7%, xor2_1 5.9%
yosys.area.top_type = ha_1
yosysWarnings = 0
yosysUniqueCellTypes = 55
ys_area_mm2 = 0.00447
ys_sh_xor = 0.163
ys_top_logic_family = AND-OR/OR-AND gates
ys_seq_frac = 0
syn_avg_cell_area_um2 = 7.13
top_cell_area_share = 0.260
synth_area_mm2 = 0.00447
mux_area_frac = 0.00252
adder_share = 0.274
simple_gate_share = 0.191
synthCells = 627
ys_cells = 627

[route]
viasPerCell = 4.72
vias = 5480
wl_per_cell_um = 15.7
routed_wl_um = 18200
antenna_cells = 0
first_pass_iters = 6
ant_nets = 0
drc = 0
drt-initial-drc-count = 242

[die]
num_rows = 54
die-width_um = 168
initCoreUtil = 0.206
coreArea_mm2 = 0.0217
die_y_um = 168
die_area_mm2 = 0.0282
io_pins = 256

[grt]
grtUsageTotal = 0.120
gr-total-overflow = 0
grt_pass1_wl_um = 28400
grt_pass1_vias = 5353
grt_max_degree = 9
antenna_found_initial = 0

[min_path]
hold_class = input pin to primary output

[worst_setup_path]
worstSetupPathType = input pin to primary output
crit_path_max_fanout = 4
arrival_ns = 6.96
worstPathRequired_ns = 13.52
critPathLaunchType = input pin
cp-end-kind = primary output

[placed_design]
dp.cells = 1160
place_congestion = 0.905
dp.final_hpwl_um = 16500
port_buffers = 256

[final_timing]
max_freq_ghz = 0.0967
min_period_over_period = 0.612
finalSetupTns_ns = 0
slew_violations = 0
setup_viol = 0
hold_viol = 0
worstMarginPinSlew_ns = 0.505
grt_setup_unrepaired = false
period_minus_slack_ns = 10.34
slew_headroom = 0.663

[outcome]
status = finished, final reports clean

[power]
power_density_mw_per_mm2 = 43.0
ir_worst_vdd_uv = 17.6
p_leak_nw = 3.15

[clocking]
hold_buffers = 0
post_cts_resized = 0
post-cts-setup-buffers = 0

[flow_run]
maxCapViolations = 0
warning_count = 32

==> worst paths after layout <==
| kind | slack (ns) | depth (start not counted) | from | to |
|---|---|---|---|---|
| worst max-delay path | 6.56 | 14 | PC[0] | branch[26] |
| worst min-delay path | 7.80 | 3 | RS1[0] | jalr[0] |
==> layer usage <==
metal,vias up,global-route usage,part of all wire
met1,2406,0.158,0.46
met3,4,0.0274,0.070
met4,0,0.00530,0.0056
met5,-,0,0
met2,187,0.207,0.46
li1,2883,-,-
==> synth_stat cells, types with 5 or more instances <==
cell,n
nand2b_1,7
ha_1,93
nand4_1,8
nand2_1,43
inv_1,23
o21bai_1,10
a211oi_1,12
xnor2_1,53
nand3_1,17
xor2_1,30
o22ai_1,5
nor2b_1,7
a21o_1,40
o21a_1,12
nor3_1,9
and3_1,11
nor2_1,59
o21ai_0,36
a31oi_1,6
a21oi_1,75
==> kinds of logic (layout without fill, tap and decap cells) <==
group	Yosys count	in the layout
XOR/XNOR	83	83
AND-OR/OR-AND	240	240
AND/OR/NAND/NOR	180	180
adder cells (fa/ha/maj)	96	96
buffers and inverters	27	280
multiplexers	1	1
==> worst max-delay path, cell delays in order <==
cell             delay (ns)
clkdlybuf4s50_1        0.44
ha_1                   0.22
fa_1                   0.41
a21oi_1                0.21
o22ai_1                0.15
o22ai_1                0.28
o41ai_1                0.10
buf_4                  0.15
a221o_1                0.38
o22ai_1                0.24
nor2_1                 0.12
a41oi_1                0.25
xnor2_1                0.14
clkdlybuf4s50_1        0.50
==> layout make-up <==
cell class	count	area share
multi-input combinational	600	0.592
timing repair buffer	257	0.348
inverter	23	0.0117
tap	280	0.0475
==> metrics by stage <==
step | instance area (um2) | power [W] | setup WS, ns | hold WS [ns]
3_3_place_gp | 7370 | 0.000322 | 6.58 | 7.81
3_5_place_dp | 7370 | 0.000319 | 6.52 | 7.81
2_1_floorplan | 4470 | 0.000141 | 7.79 | 6.83
5_1_grt | 7370 | 0.000351 | 6.29 | 7.83
4_1_cts | 7370 | 0.000322 | 6.52 | 7.81
6_report | 7370 | 0.000317 | 6.56 | 7.80
==> power breakdown <==
group	internal (W)	total (W)	switching [W]
Combinational	0.000192	0.000317	0.000125
Sequential	0	0	0
Clock	0	0	0
Total	0.000192	0.000317	0.000125
Power is estimated from default activity; no workload was simulated.
